**config.mk**
```make
export PLATFORM = sky130hd
export DESIGN_NAME = gen_regs
export DESIGN_NICKNAME = gen_regs
export VERILOG_FILES = /design/flow/design.v
export SDC_FILE = /design/flow/constraint.sdc
export NUM_CORES = 4
export LEC_CHECK = 1
export CORE_UTILIZATION = 30
```
**constraint.sdc**
```tcl
current_design gen_regs

set clk_period 5.5
set clk_io_pct 0.2

create_clock -name clk0 -period $clk_period [get_ports {clk}]

set non_clock_inputs [all_inputs -no_clocks]
set_input_delay [expr $clk_period * $clk_io_pct] -clock clk0 $non_clock_inputs
set_output_delay [expr $clk_period * $clk_io_pct] -clock clk0 [all_outputs]
```
**design.v**
```verilog
module gen_regs (
    input  clk,
    input  reset,
    input  wen,
    input  [4:0] regRAddr1, regRAddr2, regWAddr,
    input  [31:0] regWData,
    output [31:0] regRData1,
    output [31:0] regRData2
);
    integer ii;
    reg [31:0] regs[31:0];
    always @(posedge clk or posedge reset) begin
        if(reset) begin
            for(ii=0; ii<32; ii=ii+1)
                regs[ii] <= 32'b0;
        end
        else if(wen & (|regWAddr)) 
                regs[regWAddr] <= regWData;
    end
    assign regRData1 = wen & (regWAddr == regRAddr1) ? regWData
                    : ((regRAddr1 != 5'b0) ? regs[regRAddr1] : 32'b0);
    assign regRData2 = wen & (regWAddr == regRAddr2) ? regWData
                    : ((regRAddr2 != 5'b0) ? regs[regRAddr2] : 32'b0);
endmodule
```
**run.sh**
```bash
#!/bin/bash
# OpenROAD 26Q1-2900-gdf79404cd8, Yosys 0.63+post, stock flow scripts
make -C /OpenROAD-flow-scripts/flow DESIGN_CONFIG=/design/flow/config.mk WORK_HOME=/design/flow/orfs finish
```
==> Slide: Implementation Results <==
Physical Implementation Snapshot

Clock network
  – # hold bufs at CTS: 0
  – # clock sinks: 992
  – Clock root buffer: clkbuf_16
  – CTS tree: done
  – Clock buffer depth: 3
  – Clock Latency Late Sink: 0.78 ns
  – H-tree Lvls: 3
  – Num CTS Buffers: 115
  – Clock transition at path regs: 0.06 ns

Placement
  – Placer Congestion: 1.032
  – DP Worst Slack: -0.4501 ns
  – Port Buf Inserts: 113
  – Placed Instances: 6,801
  – Dpl hpwl: 203.2 mm
  – Placed instance area: 0.05854 mm^2

Synthesis
  – Synth unique cells: 66
  – Area reported by Yosys stat: 0.05118 mm^2
  – Number of cells in Yosys stat: 4,446
  – Post-synth EDFFs: 0
  – Register area share after synthesis: 0.4851
  – Commonest flop: dfrtp_1
  – Cell count after synthesis: 4,446
  – FFs w/ async S/R, synth: 1.000
  – Post-Syn Area: 0.05118 mm^2
  – Yosys synthesis warning count: 2
  – Syn avg cell area: 11.51 um^2
  – Flops after synth: 992

GRT
  – Overall Global Routing Usage: 0.3745
  – Aggregate global routing overflow: 0
  – Largest net degree at the start of global routing: 116
  – Initial antenna violation count: 38
  – First-pass GRT wire length: 422.3 mm
  – Vias in the first global route: 46,031

STA
  – Fin. max-slew vios: 0
  – Clock skew: 0 ns
  – Final setup vio count: 3
  – Worst slew margin: 0.2533
  – Fmax: 0.1802 GHz
  – Final setup TNS: -0.06803 ns
  – Setup ws final: -0.04881 ns
  – Worst Tran Pin Value: 1.092 ns
  – RSZ-0062 raised after global routing: false
  – Final min period: 5.549 ns
  – Final period util: 1.009
  – Fin. Hold Viols: 0

Run status
  – Failing checks: negative setup slack
  – Status: finished with violations

Detailed routing
  – Via-to-Cell Ratio: 6.626
  – Vias: 46,658
  – WL per Instance: 44.77 um
  – Starting DRT DRC Count: 5,385
  – Antenna viol nets, final: 0
  – Post-route DRC: 0
  – Drt first pass iters: 9
  – Total Wirelength: 315.2 mm

Finish
  – Max reg flops: 992
  – Area Growth Syn to Fin: 22.88%
  – Layout cell share with drive strength beyond 1: 0.3840
  – Post-Layout Inst Area: 0.06289 mm^2
  – Fill count: 16,316
  – Largest regs: regs: 992 flops
  – End-of-flow core utilization: 0.3711
  – Layout Cells excl Fill: 7,042
  – Reg with most FFs: regs

Floorplanning
  – Rows: 151
  – Chip Footprint: 0.1722 mm^2
  – Pre-Place Util: 0.3020
  – Die Ht: 415.0 um
  – I/O Pins: 114
  – Core ar.: 0.1695 mm^2
  – Die width: 415.0 um

Critical path
  – CP arrival: 4.45 ns
  – Setup Crit Path Kind: in -> out
  – Endpoint type of the worst setup path: output pin
  – Maximum fanout along the worst path: 16
  – Critical Path Source Type: input port
  – Critical Path RT: 4.40 ns

Power and ir drop
  – Worst vdd ir: 0.0002735 V
  – Static Leak: 27.72 nW
  – PwrDens: 350.0 mW/mm^2

Min path
  – Worst Hold Class: reg -> reg

Job
  – Tool Warnings: 34
  – Maxcap violations: 0
kinds of logic (layout without fill, tap and decap cells):
family	Yosys count	count (layout)	share of synthesized area
multiplexers	1010	1010	0.2219
flip-flops	992	992	0.4851
AND-OR/OR-AND	989	989	0.1444
AND/OR/NAND/NOR	977	977	0.1076
buffers and inverters	468	822	0.03929
XOR/XNOR	10	10	0.001712
other	0	24	0
placed cells by master, fill, tap and decap left out, types with 117 or more instances in the layout:
master,count
mux2_2,997
nand4_1,126
and3_1,313
buf_4,390
nand2_1,117
dfrtp_1,992
nand3_1,137
clkbuf_16,118
a22oi_1,657
metrics by stage:
step | hold WS [ns] | power, mW
3_5_place_dp | 0.4942 | 13.55
3_3_place_gp | 0.4874 | 13.50
4_1_cts | 0.5078 | 21.97
6_report | 0.5147 | 22.01
5_1_grt | 0.5319 | 22.66
2_1_floorplan | 0.4781 | 11.56
Yosys cell counts (11+ instances only):
library cell,instances,share of area
a2111oi_0,108,0.018
a211oi_1,13,0.0019
a21oi_1,46,0.0045
a221oi_1,17,0.0029
a22o_1,19,0.0033
a22oi_1,657,0.096
a32oi_1,15,0.0026
and3_1,316,0.039
buf_1,56,0.0041
buf_2,122,0.012
clkbuf_1,264,0.019
dfrtp_1,992,0.49
mux2_2,997,0.22
mux2i_1,12,0.0023
nand2_1,128,0.0094
nand3_1,142,0.014
nand3b_1,11,0.0016
nand4_1,126,0.015
nor2_1,79,0.0058
nor2_2,21,0.0026
nor3_1,19,0.0019
nor4_1,56,0.0068
o21ai_0,56,0.0055
o21ai_1,21,0.0021
final cells by class:
type	instances	area, um^2	area share
multi-input cells	2986	25130	0.3996
flip-flops and latches	992	24820	0.3947
repair buffers	599	5922	0.09417
clock buffers	154	3318	0.05277
well taps	2218	2775	0.04413
clock inverters	60	817.0	0.01299
diodes	24	60.06	0.0009550
inverters	9	37.54	0.0005969
final timing paths:
path	slack (ns)	startpoint	end	cells after the start
max	-0.05	regRAddr2[1]	regRData2[1]	10
min	0.51	regs[14][7]$_DFFE_PP0P_	regs[14][7]$_DFFE_PP0P_	1
max reg2reg	4.58	regs[23][31]$_DFFE_PP0P_	regs[23][31]$_DFFE_PP0P_	1
min reg2reg	0.51	regs[14][7]$_DFFE_PP0P_	regs[14][7]$_DFFE_PP0P_	1
max in group asynchronous	3.48	reset	regs[21][4]$_DFFE_PP0P_	4
min in group asynchronous	0.69	reset	regs[17][29]$_DFFE_PP0P_	2
routing by layer:
layer / GRT usage / routed length, um / vias up
li1: - / - / 17773
met1: 0.4712 / 114800 / 23891
met2: 0.5199 / 131300 / 3604
met3: 0.1718 / 41220 / 1360
met4: 0.2493 / 27690 / 30
met5: 0 / 223 / -
power by group:
part           internal [mW]  total [mW]  switching [mW]  leakage, nW
clock network           5.03        8.45            3.42         2.03
registers               8.71        10.1            1.43         12.7
logic                   1.76        3.42            1.66         13.0
worst max-delay path, cell delays in order:
cell and delay, ns:
buf_2 0.34, or3b_1 0.57, nor2_4 0.79, a22oi_1 0.21
nand4_1 0.12, nor4_1 0.06, buf_4 0.13, o21ai_1 0.44
buf_4 0.20, clkdlybuf4s50_1 0.46
repair_timing:
| action | CTS | global route |
|---|---|---|
| setup endpoints to repair | 28 | 9 |
| resized | 10 | 9 |
| pin swaps | 0 | 1 |
| setup buffers | 0 | 3 |
| gates cloned | 0 | 0 |
Power and IR drop assume default switching activity.
