==> flow/run.sh <==
#!/bin/bash
# OpenROAD 26Q1-2900-gdf79404cd8, Yosys 0.63+post, stock flow scripts
make -C /OpenROAD-flow-scripts/flow DESIGN_CONFIG=/design/flow/config.mk WORK_HOME=/design/flow/orfs finish
==> flow/config.mk <==
export PLATFORM = sky130hd
export DESIGN_NAME = uart_top
export DESIGN_NICKNAME = uart_top
export VERILOG_FILES = /design/flow/design.v
export SDC_FILE = /design/flow/constraint.sdc
export NUM_CORES = 4
export LEC_CHECK = 1
export CORE_UTILIZATION = 50
==> flow/constraint.sdc <==
current_design uart_top

set clk_period 3.2
set clk_io_pct 0.2

create_clock -name clk0 -period $clk_period [get_ports {clk}]

set non_clock_inputs [all_inputs -no_clocks]
set_input_delay [expr $clk_period * $clk_io_pct] -clock clk0 $non_clock_inputs
set_output_delay [expr $clk_period * $clk_io_pct] -clock clk0 [all_outputs]
==> flow/design.v <==
module uart_rx(
input  wire       clk          ,  
input  wire       resetn       ,  
input  wire       uart_rxd     ,  
input  wire       uart_rx_en   ,  
output wire       uart_rx_break,  
output wire       uart_rx_valid,  
output reg  [PAYLOAD_BITS-1:0] uart_rx_data    
);
parameter   BIT_RATE        = 9600;  
localparam  BIT_P           = 1_000_000_000 * 1/BIT_RATE;  
parameter   CLK_HZ          =    50_000_000;
localparam  CLK_P           = 1_000_000_000 * 1/CLK_HZ;  
parameter   PAYLOAD_BITS    = 8;
parameter   STOP_BITS       = 1;
localparam       CYCLES_PER_BIT     = BIT_P / CLK_P;
localparam       COUNT_REG_LEN      = 1+$clog2(CYCLES_PER_BIT);
reg rxd_reg;
reg rxd_reg_0;
reg [PAYLOAD_BITS-1:0] recieved_data;
reg [COUNT_REG_LEN-1:0] cycle_counter;
reg [3:0] bit_counter;
reg bit_sample;
reg [2:0] fsm_state;
reg [2:0] n_fsm_state;
localparam FSM_IDLE = 0;
localparam FSM_START= 1;
localparam FSM_RECV = 2;
localparam FSM_STOP = 3;
assign uart_rx_break = uart_rx_valid && ~|recieved_data;
assign uart_rx_valid = fsm_state == FSM_STOP && n_fsm_state == FSM_IDLE;
always @(posedge clk) begin
    if(!resetn) begin
        uart_rx_data  <= {PAYLOAD_BITS{1'b0}};
    end else if (fsm_state == FSM_STOP) begin
        uart_rx_data  <= recieved_data;
    end
end
wire next_bit     = cycle_counter == CYCLES_PER_BIT ||
                        fsm_state       == FSM_STOP && 
                        cycle_counter   == CYCLES_PER_BIT/2;
wire payload_done = bit_counter   == PAYLOAD_BITS  ;
always @(*) begin : p_n_fsm_state
    case(fsm_state)
        FSM_IDLE : n_fsm_state = rxd_reg      ? FSM_IDLE : FSM_START;
        FSM_START: n_fsm_state = next_bit     ? FSM_RECV : FSM_START;
        FSM_RECV : n_fsm_state = payload_done ? FSM_STOP : FSM_RECV ;
        FSM_STOP : n_fsm_state = next_bit     ? FSM_IDLE : FSM_STOP ;
        default  : n_fsm_state = FSM_IDLE;
    endcase
end
integer i = 0;
always @(posedge clk) begin : p_recieved_data
    if(!resetn) begin
        recieved_data <= {PAYLOAD_BITS{1'b0}};
    end else if(fsm_state == FSM_IDLE             ) begin
        recieved_data <= {PAYLOAD_BITS{1'b0}};
    end else if(fsm_state == FSM_RECV && next_bit ) begin
        recieved_data[PAYLOAD_BITS-1] <= bit_sample;
        for ( i = PAYLOAD_BITS-2; i >= 0; i = i - 1) begin
            recieved_data[i] <= recieved_data[i+1];
        end
    end
end
always @(posedge clk) begin : p_bit_counter
    if(!resetn) begin
        bit_counter <= 4'b0;
    end else if(fsm_state != FSM_RECV) begin
        bit_counter <= {COUNT_REG_LEN{1'b0}};
    end else if(fsm_state == FSM_RECV && next_bit) begin
        bit_counter <= bit_counter + 1'b1;
    end
end
always @(posedge clk) begin : p_bit_sample
    if(!resetn) begin
        bit_sample <= 1'b0;
    end else if (cycle_counter == CYCLES_PER_BIT/2) begin
        bit_sample <= rxd_reg;
    end
end
always @(posedge clk) begin : p_cycle_counter
    if(!resetn) begin
        cycle_counter <= {COUNT_REG_LEN{1'b0}};
    end else if(next_bit) begin
        cycle_counter <= {COUNT_REG_LEN{1'b0}};
    end else if(fsm_state == FSM_START || 
                fsm_state == FSM_RECV  || 
                fsm_state == FSM_STOP   ) begin
        cycle_counter <= cycle_counter + 1'b1;
    end
end
always @(posedge clk) begin : p_fsm_state
    if(!resetn) begin
        fsm_state <= FSM_IDLE;
    end else begin
        fsm_state <= n_fsm_state;
    end
end
always @(posedge clk) begin : p_rxd_reg
    if(!resetn) begin
        rxd_reg     <= 1'b1;
        rxd_reg_0   <= 1'b1;
    end else if(uart_rx_en) begin
        rxd_reg     <= rxd_reg_0;
        rxd_reg_0   <= uart_rxd;
    end
end
endmodule
module uart_top (
input               clk     ,  
input               rst_n    ,  
input   wire        uart_rxd,  
output  wire        uart_txd,  
output  wire [7:0]  led,
output  [31:0] uart_read_data,      
input   [31:0] uart_write_data,     
input   [31:0] uart_addr,           
input          uart_wen
);
parameter CLK_HZ = 10_000000;
parameter BIT_RATE =   9600;
parameter PAYLOAD_BITS = 8;
wire [PAYLOAD_BITS-1:0]  uart_rx_data;
wire        		     uart_rx_valid;
wire        		     uart_rx_break;
wire        		     uart_tx_busy;
wire [PAYLOAD_BITS-1:0]  uart_tx_data;
wire        		     uart_tx_en;
reg  [PAYLOAD_BITS-1:0]  led_reg;
assign      led = led_reg;
assign uart_tx_data   = uart_tx_busy ? 8'b0 : uart_write_data[PAYLOAD_BITS-1:0];
assign uart_tx_en     = uart_tx_busy ? 1'b0 : uart_wen;
assign uart_read_data = uart_wen    ? 32'b0 : {24'b0,uart_rx_data};
always @(posedge clk) begin
    if(!rst_n) begin
        led_reg <= 8'hF0;
    end else if(uart_rx_valid) begin
        led_reg <= uart_rx_data[7:0];
    end else if (uart_wen) begin
        led_reg <= uart_write_data[7:0];
    end
end
uart_rx #(
.BIT_RATE(BIT_RATE),
.PAYLOAD_BITS(PAYLOAD_BITS),
.CLK_HZ  (CLK_HZ  )
) i_uart_rx(
.clk          (clk          ),  
.resetn       (rst_n         ),  
.uart_rxd     (uart_rxd     ),  
.uart_rx_en   (1'b1         ),  
.uart_rx_break(uart_rx_break),  
.uart_rx_valid(uart_rx_valid),  
.uart_rx_data (uart_rx_data )   
);
uart_tx #(
.BIT_RATE(BIT_RATE),
.PAYLOAD_BITS(PAYLOAD_BITS),
.CLK_HZ  (CLK_HZ  )
) i_uart_tx(
.clk          (clk          ),
.resetn       (rst_n         ),
.uart_txd     (uart_txd     ),
.uart_tx_en   (uart_tx_en   ),
.uart_tx_busy (uart_tx_busy ),
.uart_tx_data (uart_tx_data ) 
);
endmodule
module uart_tx(
input  wire         clk         ,  
input  wire         resetn      ,  
output wire         uart_txd    ,  
output wire         uart_tx_busy,  
input  wire         uart_tx_en  ,  
input  wire [PAYLOAD_BITS-1:0]   uart_tx_data   
);
parameter   BIT_RATE        = 9600;  
localparam  BIT_P           = 1_000_000_000 * 1/BIT_RATE;  
parameter   CLK_HZ          =    50_000_000;
localparam  CLK_P           = 1_000_000_000 * 1/CLK_HZ;  
parameter   PAYLOAD_BITS    = 8;
parameter   STOP_BITS       = 1;
localparam       CYCLES_PER_BIT     = BIT_P / CLK_P;
localparam       COUNT_REG_LEN      = 1+$clog2(CYCLES_PER_BIT);
reg txd_reg;
reg [PAYLOAD_BITS-1:0] data_to_send;
reg [COUNT_REG_LEN-1:0] cycle_counter;
reg [3:0] bit_counter;
reg [2:0] fsm_state;
reg [2:0] n_fsm_state;
localparam FSM_IDLE = 0;
localparam FSM_START= 1;
localparam FSM_SEND = 2;
localparam FSM_STOP = 3;
assign uart_tx_busy = fsm_state != FSM_IDLE;
assign uart_txd     = txd_reg;
wire next_bit     = cycle_counter == CYCLES_PER_BIT;
wire payload_done = bit_counter   == PAYLOAD_BITS  ;
wire stop_done    = bit_counter   == STOP_BITS && fsm_state == FSM_STOP;
always @(*) begin : p_n_fsm_state
    case(fsm_state)
        FSM_IDLE : n_fsm_state = uart_tx_en   ? FSM_START: FSM_IDLE ;
        FSM_START: n_fsm_state = next_bit     ? FSM_SEND : FSM_START;
        FSM_SEND : n_fsm_state = payload_done ? FSM_STOP : FSM_SEND ;
        FSM_STOP : n_fsm_state = stop_done    ? FSM_IDLE : FSM_STOP ;
        default  : n_fsm_state = FSM_IDLE;
    endcase
end
integer i = 0;
always @(posedge clk) begin : p_data_to_send
    if(!resetn) begin
        data_to_send <= {PAYLOAD_BITS{1'b0}};
    end else if(fsm_state == FSM_IDLE && uart_tx_en) begin
        data_to_send <= uart_tx_data;
    end else if(fsm_state       == FSM_SEND       && next_bit ) begin
        for ( i = PAYLOAD_BITS-2; i >= 0; i = i - 1) begin
            data_to_send[i] <= data_to_send[i+1];
        end
    end
end
always @(posedge clk) begin : p_bit_counter
    if(!resetn) begin
        bit_counter <= 4'b0;
    end else if(fsm_state != FSM_SEND && fsm_state != FSM_STOP) begin
        bit_counter <= {COUNT_REG_LEN{1'b0}};
    end else if(fsm_state == FSM_SEND && n_fsm_state == FSM_STOP) begin
        bit_counter <= {COUNT_REG_LEN{1'b0}};
    end else if(fsm_state == FSM_STOP&& next_bit) begin
        bit_counter <= bit_counter + 1'b1;
    end else if(fsm_state == FSM_SEND && next_bit) begin
        bit_counter <= bit_counter + 1'b1;
    end
end
always @(posedge clk) begin : p_cycle_counter
    if(!resetn) begin
        cycle_counter <= {COUNT_REG_LEN{1'b0}};
    end else if(next_bit) begin
        cycle_counter <= {COUNT_REG_LEN{1'b0}};
    end else if(fsm_state == FSM_START || 
                fsm_state == FSM_SEND  || 
                fsm_state == FSM_STOP   ) begin
        cycle_counter <= cycle_counter + 1'b1;
    end
end
always @(posedge clk) begin : p_fsm_state
    if(!resetn) begin
        fsm_state <= FSM_IDLE;
    end else begin
        fsm_state <= n_fsm_state;
    end
end
always @(posedge clk) begin : p_txd_reg
    if(!resetn) begin
        txd_reg <= 1'b1;
    end else if(fsm_state == FSM_IDLE) begin
        txd_reg <= 1'b1;
    end else if(fsm_state == FSM_START) begin
        txd_reg <= 1'b0;
    end else if(fsm_state == FSM_SEND) begin
        txd_reg <= data_to_send[0];
    end else if(fsm_state == FSM_STOP) begin
        txd_reg <= 1'b1;
    end
end
endmodule
==> Table 3: Implementation characteristics <==
Table: implementation figures

Parameter                              Value

Run status
  Status .................. finished clean

Place
  Routability-driven placement congestion ratio .................. 0.791
  Worst slack at placement .................. 637 ps
  Number of cells in the design after placement .................. ~510
  Placed inst area .................. 0.00398 mm2
  Half-perimeter wire length of the detailed placement result .................. 4830 um
  IO Port Bufs .................. 28

Floorplanning
  Area enclosed by the die boundary .................. between 0.007 and 0.008 mm2
  Area of the placeable core .................. between 0.007 and 0.008 mm2
  Standard-cell rows .................. 31
  I/O pin count .................. roughly 110
  Effective utilization at floorplan .................. 51.5%
  Height of the die .................. 88.4 um
  Width of the die .................. approximately 88 um

Job
  Log Warnings .................. 87
  Max-cap violations .................. 0

Finish
  Final Util .................. 57.5%
  Largest registers .................. i_uart_rx.cycle_counter x12, i_uart_tx.cycle_counter x12
  Post-route standard cell area excluding fillers .................. 0.00417 mm2
  Number of filler instances in the final layout .................. 654
  Commonest Layout Cell .................. sky130_fd_sc_hd__dfxtp_1
  Number of standard cells in the final layout excluding fillers .................. 527
  Ratio of cells with drive above 1 in the final layout .................. 8.41%
  Synth-to-Final Area Change .................. 11.7%
  Most frequently placed logic cells in the final layout .................. sky130_fd_sc_hd__dfxtp_1, sky130_fd_sc_hd__nand2_1, sky130_fd_sc_hd__mux2i_1
  Sequential cell area .................. around 0.0015 mm2
  Footprint of the multi-input gates .................. 0.00203 mm2

Worst hold path
  Hold Startpoint .................. i_uart_rx.rxd_reg_0
  Hold path cells .................. 1
  Worst hold path class .................. reg -> reg
  Worst min-delay path endpoint .................. i_uart_rx.rxd_reg

CTS
  Setup repair bufs after CTS .................. 0
  Number of H-tree levels .................. 3
  Post_cts resized .................. 0
  Number of clock sinks seen by CTS .................. 74
  Clock tree from TritonCTS .................. built
  Longest Clk Path Bufs .................. 2
  Clock network latency to the later pin of the worst-skew pair .................. 340 ps
  Post-CTS Hold Fix Bufs .................. 0
  Root buffer cell .................. sky130_fd_sc_hd__clkbuf_8
  Clock buffers created by TritonCTS .................. 9
  Clock slew seen by the registers of the worst setup and hold paths .................. 80 ps

Routing
  Post-detailed-route wirelength per cell .................. 13.1 um
  Number of DRC markers after the initial detailed-route iteration .................. 76
  DRC viols .................. 0
  Routed via count .................. 2710
  Post-Route WL .................. approximately 6900 um
  N_diodes .................. 0
  Detailed-routing iteration count for the pre-antenna-repair pass .................. 4
  Number of nets with antenna violations after routing .................. 0
  Vias per std cell .................. 5.14

Worst setup path
  Startpoint-to-endpoint class of the critical path .................. in -> out
  Worst endpoint required time .................. 2560 ps
  R2R Path End .................. led_reg[2]
  Startpoint type of the worst setup path .................. input pin
  Logic depth of the worst register-to-register path .................. 6
  Minimum setup slack among reg-to-reg paths .................. about 1100 ps
  Largest driver fanout on the critical path .................. 23
  CP Capture Type .................. primary output
  Data arrival time of the critical path .................. 1920 ps
  Start of the worst register-to-register path .................. i_uart_rx.cycle_counter[0]

Power and ir drop
  Pwr Total .................. about 1.8 mW
  Maximum vdd ir drop .................. ~0.27 mV
  Leak .................. 1.54 nW
  Pwr per Cell Area .................. 424 mW/mm2

Logic synthesis
  Main flop type .................. sky130_fd_sc_hd__dfxtp_1
  Post-synthesis chip area from yosys .................. 0.00374 mm2
  Instance count of the mapped netlist .................. 399
  Count of unique library cells instantiated by Yosys .................. 57
  Post-synth seq share .................. 39.7%
  Area of the mapped netlist .................. 0.00374 mm2
  Number of cells in the yosys synthesis report .................. 399
  Top cell type by total area after synthesis .................. sky130_fd_sc_hd__dfxtp_1
  Post-synthesis average cell area .................. 9.36 um2
  Top cells by area .................. sky130_fd_sc_hd__dfxtp_1, sky130_fd_sc_hd__mux2i_1, sky130_fd_sc_hd__buf_4
  Number of warnings reported in the yosys synthesis log .................. 3
  Top cell area share .................. 39.7%
  Yosys reg bits .................. 74
  Proportion of synthesized flip-flops having asynchronous set or reset .................. 0%
  Count of flip-flops with a built-in enable after synthesis .................. 0

Final timing
  Number of hold-slack violations in the final timing report .................. 0
  Setup TNS Final .................. 0 ps
  Max-slew violation total from the final report .................. 0
  Timing-limited maximum frequency .................. 391 MHz
  Slew headroom .................. 48.3%
  Worst Clk Skew .................. 8.03 ps
  Min Hold Slack .................. 416 ps
  Least setup slack across all paths after layout .................. 644 ps
  Final critical path time including I/O delays and setup .................. 2560 ps
  Setup violations, final .................. 0
  Worst Tran Pin Value .................. 760 ps
  Unrepaired setup endpoints after global routing .................. no
  Final worst-path cycle share .................. 79.9%

Global routing
  Total Routing Usage GR .................. 18.9%
  Wire length of the first global-routing pass .................. around 11000 um
  Total congestion overflow after global routing .................. 0
  Via count of the first global-routing pass .................. between 2000 and 2500
  Maximum number of pins on one net before global-route repair .................. 27
  Initial antenna violation count .................. 0
synthesized netlist by cell type (3+ instances only):
| cell | count |
|---|---|
| sky130_fd_sc_hd__dfxtp_1 | 74 |
| sky130_fd_sc_hd__mux2i_1 | 35 |
| sky130_fd_sc_hd__nand2_1 | 35 |
| sky130_fd_sc_hd__nor2_1 | 34 |
| sky130_fd_sc_hd__buf_4 | 27 |
| sky130_fd_sc_hd__xor2_1 | 15 |
| sky130_fd_sc_hd__nor3_1 | 14 |
| sky130_fd_sc_hd__nor2b_1 | 12 |
| sky130_fd_sc_hd__nand4_1 | 11 |
| sky130_fd_sc_hd__a21oi_1 | 10 |
| sky130_fd_sc_hd__ha_1 | 10 |
| sky130_fd_sc_hd__inv_1 | 10 |
| sky130_fd_sc_hd__o21ai_0 | 10 |
| sky130_fd_sc_hd__nand3_1 | 9 |
| sky130_fd_sc_hd__xnor2_1 | 8 |
| sky130_fd_sc_hd__nand2b_1 | 7 |
| sky130_fd_sc_hd__clkbuf_1 | 6 |
| sky130_fd_sc_hd__buf_1 | 5 |
| sky130_fd_sc_hd__o311a_1 | 5 |
| sky130_fd_sc_hd__o22ai_1 | 4 |
| sky130_fd_sc_hd__o41a_1 | 4 |
| sky130_fd_sc_hd__or3_1 | 4 |
| sky130_fd_sc_hd__and2_1 | 3 |
| sky130_fd_sc_hd__and3_1 | 3 |
| sky130_fd_sc_hd__o2111ai_1 | 3 |
| sky130_fd_sc_hd__o211ai_1 | 3 |
final cells by class:
type / instances / share of cell area [%]
flip-flops and latches: 74 / 35.5
clock buffers: 9 / 2.97
well taps: 99 / 2.97
repair buffers: 32 / 7.43
clock inverters: 7 / 1.68
multi-input cells: 296 / 48.6
inverters: 10 / 0.899
power breakdown:
group	internal, mW	switching (mW)	total, mW	leakage [nW]
Combinational	0.0538	0.0484	0.102	0.848
Clock	0.357	0.353	0.710	0.0873
Sequential	0.941	0.0165	0.957	0.601
how the worst max path moves through the flow:
stage                 cells after the start                 to  startpoint  slack (ps)
after CTS                                 4  uart_read_data[5]    uart_wen         640
after global routing                      4  uart_read_data[7]    uart_wen         590
final                                     4  uart_read_data[7]    uart_wen         640
layer usage:
metal / routed length, um / share of wire (%) / up-vias / track usage, %
li1: - / - / 1407 / -
met1: 3300 / 48 / 1261 / 27.7
met2: 3310 / 48 / 37 / 31.1
met3: 222 / 3.2 / 5 / 3.97
met4: 70 / 1.0 / 0 / 1.61
met5: 0 / 0 / - / 0
cell families (layout without fill, tap and decap cells):
family | count (synthesis) | in the layout | synth area share, %
AND-OR/OR-AND | 48 | 48 | 9.31
XOR/XNOR | 23 | 23 | 5.39
adder cells (fa/ha/maj) | 10 | 10 | 3.35
buffers and inverters | 52 | 58 | 8.41
flip-flops | 74 | 74 | 39.7
multiplexers | 36 | 36 | 9.75
other | 1 | 24 | 0.100
AND/OR/NAND/NOR | 155 | 155 | 24.0
critical path, cell delays in order:
cell and delay, ps:
sky130_fd_sc_hd__clkdlybuf4s50_1 390, sky130_fd_sc_hd__buf_4 220, sky130_fd_sc_hd__nor2b_1 160, sky130_fd_sc_hd__clkdlybuf4s50_1 490
Power figures rest on the tool's default switching activity, not on a simulated workload.
