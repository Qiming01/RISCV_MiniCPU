===== ./design.v =====
module id_ex(
  input         clk,
  input         reset,
  input  [4:0]  in_rd_addr,
  input  [6:0]  in_funct7,
  input  [2:0]  in_funct3,
  input  [31:0] in_imm,
  input  [31:0] in_rs2_data,
  input  [31:0] in_rs1_data,
  input  [31:0] in_pc,
  input  [4:0]  in_rs1_addr,
  input  [4:0]  in_rs2_addr,
  input         flush,
  input         valid,
  output [4:0]  out_rd_addr,
  output [6:0]  out_funct7,
  output [2:0]  out_funct3,
  output [31:0] out_imm,
  output [31:0] out_rs2_data,
  output [31:0] out_rs1_data,
  output [31:0] out_pc,
  output [4:0]  out_rs1_addr,
  output [4:0]  out_rs2_addr
);
  reg [4:0] reg_rd_addr; 
  reg [6:0] reg_funct7; 
  reg [2:0] reg_funct3; 
  reg [31:0] reg_imm; 
  reg [31:0] reg_rs2_data; 
  reg [31:0] reg_rs1_data; 
  reg [31:0] reg_pc; 
  reg [4:0] reg_rs1_addr; 
  reg [4:0] reg_rs2_addr; 
  assign out_rd_addr = reg_rd_addr; 
  assign out_funct7 = reg_funct7; 
  assign out_funct3 = reg_funct3; 
  assign out_imm = reg_imm; 
  assign out_rs2_data = reg_rs2_data; 
  assign out_rs1_data = reg_rs1_data; 
  assign out_pc = reg_pc; 
  assign out_rs1_addr = reg_rs1_addr; 
  assign out_rs2_addr = reg_rs2_addr; 
  always @(posedge clk or posedge reset) begin
    if (reset) begin 
      reg_rd_addr <= 5'h0; 
    end else if (flush) begin 
      reg_rd_addr <= 5'h0; 
    end else if (valid) begin 
      reg_rd_addr <= in_rd_addr; 
    end
  end
  always @(posedge clk or posedge reset) begin
    if (reset) begin 
      reg_funct7 <= 7'h0; 
    end else if (flush) begin 
      reg_funct7 <= 7'h0; 
    end else if (valid) begin 
      reg_funct7 <= in_funct7; 
    end
  end
  always @(posedge clk or posedge reset) begin
    if (reset) begin 
      reg_funct3 <= 3'h0; 
    end else if (flush) begin 
      reg_funct3 <= 3'h0; 
    end else if (valid) begin 
      reg_funct3 <= in_funct3; 
    end
  end
  always @(posedge clk or posedge reset) begin
    if (reset) begin 
      reg_imm <= 32'h0; 
    end else if (flush) begin 
      reg_imm <= 32'h0; 
    end else if (valid) begin 
      reg_imm <= in_imm; 
    end
  end
  always @(posedge clk or posedge reset) begin
    if (reset) begin 
      reg_rs2_data <= 32'h0; 
    end else if (flush) begin 
      reg_rs2_data <= 32'h0; 
    end else if (valid) begin 
      reg_rs2_data <= in_rs2_data; 
    end
  end
  always @(posedge clk or posedge reset) begin
    if (reset) begin 
      reg_rs1_data <= 32'h0; 
    end else if (flush) begin 
      reg_rs1_data <= 32'h0; 
    end else if (valid) begin 
      reg_rs1_data <= in_rs1_data; 
    end
  end
  always @(posedge clk or posedge reset) begin
    if (reset) begin 
      reg_pc <= 32'h0; 
    end else if (flush) begin 
      reg_pc <= 32'h0; 
    end else if (valid) begin 
      reg_pc <= in_pc; 
    end
  end
  always @(posedge clk or posedge reset) begin
    if (reset) begin 
      reg_rs1_addr <= 5'h0; 
    end else if (flush) begin 
      reg_rs1_addr <= 5'h0; 
    end else if (valid) begin 
      reg_rs1_addr <= in_rs1_addr; 
    end
  end
  always @(posedge clk or posedge reset) begin
    if (reset) begin 
      reg_rs2_addr <= 5'h0; 
    end else if (flush) begin 
      reg_rs2_addr <= 5'h0; 
    end else if (valid) begin 
      reg_rs2_addr <= in_rs2_addr; 
    end
  end
endmodule

===== ./run.sh =====
#!/bin/bash
# OpenROAD 26Q1-2900-gdf79404cd8, Yosys 0.63+post, stock flow scripts
make -C /OpenROAD-flow-scripts/flow DESIGN_CONFIG=/design/flow/config.mk WORK_HOME=/design/flow/orfs finish

===== ./config.mk =====
export PLATFORM = sky130hd
export DESIGN_NAME = id_ex
export DESIGN_NICKNAME = id_ex
export VERILOG_FILES = /design/flow/design.v
export SDC_FILE = /design/flow/constraint.sdc
export NUM_CORES = 4
export LEC_CHECK = 1
export CORE_AREA = 10 10 196 196
export DIE_AREA = 0 0 206 206

===== ./constraint.sdc =====
current_design id_ex

set clk_period 1.0
set clk_io_pct 0.2

create_clock -name clk0 -period $clk_period [get_ports {clk}]

set non_clock_inputs [all_inputs -no_clocks]
set_input_delay [expr $clk_period * $clk_io_pct] -clock clk0 $non_clock_inputs
set_output_delay [expr $clk_period * $clk_io_pct] -clock clk0 [all_outputs]

==> impl_metrics.toml <==
# synthesis and place-and-route metrics
[clock_network]
cts_tree = "yes"
clock_latency_ps = 430
clock-sinks = 153
clk_path_buf_depth = 2
clk_pin_slew_ps = 60
htree_levels = 4
cts_hold_buffers = 0
cts_made_buffers = 17
root_buffer = "clkbuf_16"

[pwr]
p_int_mw = 11.9
power_switching_mw = 3.67
irDropWorstVdd_mv = 1.03
sequentialPowerShare_pct = 43.1
p_clk_share_pct = 42.5
finalPower_mw = 15.6
leakage_nw = 5.34
power_frac_comb_pct = 14.4
sw_frac_of_total_pct = 23.6
p_per_area_nw_per_um2 = 1530

[floorplanning]
ioPinCount = 310
dieWidth_um = 206
rows = 68
core_area_um2 = 34400
fp_util_pct = 17.9
dieArea_um2 = 42400
die_y_um = 206

[timing]
slew_violations = 0
slew_headroom_pct = 80.5
hold_viol_final = 0
tightestPinTransition_ps = 292
setup_slack_ps = -158
holdWs_ps = 181
rsz0062_at_grt = "true"
fin_crit_ps = 1160
finClkSkew_ps = 0
fmax_mhz = 864
fin_crit_sh_pct = 116
setup_violations = 153

[synth]
ys_ff = 153
syn_inst = 494
ys_sh_aoi_pct = 0
ys_types = 8
synthTopLogicFamily = "multiplexers"
ys_sh_xor_pct = 0
synthSimpleGateAreaFrac_pct = 9.31
avgSynthCellArea_um2 = 12.5
mux_share_pct = 24.8
yosys_area_um2 = 6170
yosysTopAreaCell = "dfrtp_1"
ys_cells = 494
synth.yosys.seq_area_share_pct = 62.1
ys_warn_count = 1
syn_area_um2 = 6170
area_leaders = "dfrtp_1, mux2i_1, nor2_1"
yosys.area_share.adder_pct = 0
post-synth-top-area-fraction_pct = 62.1

[setup_path]
crit_fanout = 2
cp_top_family = "flip-flops"
critPathRequiredTime_ps = 800
cpPeakStageDelay_ps = 400
path_cells = "buf_2"
crit_arrival_ps = 960
slowest_stage = "dfrtp_1"
path_buffers = 1
cp-end-kind = "output pin"
cp-start-kind = "register"
crit_type = "reg -> out"

[flow_run]
warnings = 28
max_cap_violations = 0

[placed_design]
hpwl_um = 15400
pre_cts_slack_ps = -137
io_buffers = 309
place_congestion = 0.767

[detailed_routing]
vias_per_cell = 3.68
ant_nets = 0
drcViolationCount = 0
wire_per_inst_um = 15.6
firstDrtPassIters = 4
diodes = 0
totalWireLength_um = 20900
num_vias = 4902
drt-initial-drc-count = 146

[global_routing]
grt_pass1_wl_um = 31400
grt_pass1_vias = 5206
grt_max_degree = 49
grt_usage_pct = 9.58
grt_antenna_before_repair = 0
grt_remaining_overflow = 0

[cells_and_area]
area_delta_synth_final_pct = 65.4
utilization_pct = 29.7
final_common_cell = "clkdlybuf4s50_1"
drive_gt1_share_pct = 30.0
final_cell_mix = "clkdlybuf4s50_1, mux2i_1, nor2_1, buf_2, dfrtp_1"

[run_status]
violations = "setup timing"
status = "complete, but fails checks"

[worst_hold_path]
hp-class = "in -> reg"
[power by group through the flow]
| stage | Clock (mW) | Sequential [mW] | Combinational (mW) |
|---|---|---|---|
| global route | 7.21 | 6.74 | 2.49 |
| CTS | 6.91 | 6.71 | 2.19 |
| finish | 6.63 | 6.71 | 2.24 |
[cells by family (layout without fill, tap and decap cells)]
| logic type | Yosys count | in the layout |
|---|---|---|
| muxes | 153 | 153 |
| DFF | 153 | 153 |
| and+or+nand+nor | 153 | 153 |
| buffers and inverters | 35 | 419 |
[synthesized netlist by cell type]
library cell	n
buf_2	8
buf_4	9
buf_6	8
clkbuf_1	9
dfrtp_1	153
inv_1	1
mux2i_1	153
nor2_1	153
[metal layers]
layer  up-vias  wire [um]  global-route usage, %
li1       2374          -                      -
met1      2295       8660                   12.6
met2       222       9260                   14.1
met3        11       2720                   5.26
met4         0        218                   1.07
met5         -          0                      0
[flip-flops by register name (all words and copies together), names as in the netlist]
register,flops
reg_imm,32
reg_pc,32
reg_rs1_data,32
reg_rs2_data,32
reg_funct7,7
reg_rd_addr,5
reg_rs1_addr,5
reg_rs2_addr,5
reg_funct3,3
[final cells by class]
type	instances	area [um^2]
clock buffers	20	447
fillers	3524	24200
flip-flops and latches	153	3830
well taps	455	569
clock inverters	11	148
multi-input cells	306	2110
inverters	1	7.51
repair buffers	387	3100
[repair_timing]
action / CTS / global route
resized: 501 / 0
endpoints found under the hold margin: 0 / 0
setup endpoints to repair: 153 / 153
setup buffers: 5 / 34
[metrics by stage]
stage	cells	cell area, um^2	TNS [ps]
detailed placement	1263	10100	-16870
global placement	1263	10100	-15900
CTS	1299	9950	-25860
floorplan	494	6170	-173030
global route	1333	10200	-28930
finish	1333	10200	-18560
[path summary, 6_finish.rpt]
kind	startpoint	end	slack (ps)	cells past startpoint
max in group asynchronous	reset	reg_rs1_data[13]	430	4
worst min register to register	reg_funct7[4]	reg_funct7[4]	520	2
worst max register to register	reg_rd_addr[1]	reg_rd_addr[1]	70	4
worst max-delay path	reg_pc[13]	out_pc[13]	-160	1
min in group asynchronous	reset	reg_imm[20]	190	3
worst min-delay path	valid	reg_rs1_data[17]	180	3
